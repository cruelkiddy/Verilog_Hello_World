==> ./design.v <==
`timescale 1ns / 1ps
module testuart(clk, rst_n, mode,datain,extra_data,one_more_data,dataout, wrsig, isHigh);
	input clk;
	input rst_n;
	input isHigh;
	input[1:0] mode;
	input[31:0] datain,one_more_data,extra_data;
	output[7:0] dataout;
	output wrsig;
	reg [7:0] dataout;
	reg wrsig;
	reg [7:0] cnt;
	reg[4:0] state;
always @(posedge clk or negedge rst_n) begin
  if(!rst_n) begin
    cnt<=8'd0;
		wrsig<=1'b0;
  end
  else begin
	  if(cnt 
	  == 254) begin
		if((mode[0] & ~mode[1])|(mode[1] & ~mode[0]))
			case(state)
				5'd0 : dataout <= 8'd80;	 
				5'd1 : dataout <= isHigh ? 8'd49 : 8'd50;		 
				5'd2 : dataout <= datain[31:24]; 
				5'd3 : dataout <= datain[23:16]; 
				5'd4 : dataout <= datain[15:8];
				5'd5 : dataout <= datain[7:0];
				5'd6 : dataout <= 8'd13;	 
				5'd7 : dataout <= 8'd10;	 
			endcase
		else if(mode[0] & mode[1])
			case(state)
				5'd0 :  dataout <= 8'd80;	 
				5'd1 :  dataout <= isHigh ? 8'd51 : 8'd52;		 
				5'd2 :  dataout <= datain[31:24]; 
				5'd3 :  dataout <= datain[23:16]; 
				5'd4 :  dataout <= datain[15:8];
				5'd5 :  dataout <= datain[7:0];
				5'd6 :  dataout <= extra_data[31:24];	
				5'd7 :  dataout <= extra_data[23:16];
				5'd8 :  dataout <= extra_data[15:8];
				5'd9 :  dataout <= extra_data[7:0];
				5'd10 :  dataout <= one_more_data[31:24];	
				5'd11 :  dataout <= one_more_data[23:16];
				5'd12 :  dataout <= one_more_data[15:8];
				5'd13 :  dataout <= one_more_data[7:0];
				5'd14 : dataout <= 8'd13;	 
				5'd15 : dataout <= 8'd10;	 
			endcase
		 wrsig <= 1'b1;               
		 cnt <= 8'd0;
		 if(mode[0] & mode[1])	state <= (state == 5'd15) ? 5'd0 :  state + 1'b1;
		 else if((mode[0] & ~mode[1])|(mode[1] & ~mode[0])) state <= (state == 5'd7) ? 5'd0 :  state + 1'b1;
		end
		else begin
		 wrsig <= 1'b0;
		 cnt <= cnt + 8'd1;
		end
	end	  
end
endmodule
module testuart_test(clk, rst_n,datain,dataout, wrsig);
	input clk;
	input rst_n;
	input[31:0] datain;
	output[7:0] dataout;
	output wrsig;
	reg [7:0] dataout;
	reg wrsig;
	reg [7:0] cnt;
	reg[2:0] state;
always @(posedge clk or negedge rst_n) begin
  if(!rst_n) begin
    cnt<=8'd0;
		wrsig<=1'b0;
  end
  else begin
	  if(cnt == 254) begin
			case(state)
				3'd0 : dataout <= 8'd80;	 
				3'd1 : dataout <= 8'd49;		 
				3'd2 : dataout <= datain[31:24]; 
				3'd3 : dataout <= datain[23:16]; 
				3'd4 : dataout <= datain[15:8];
				3'd5 : dataout <= datain[7:0];
				3'd6 : dataout <= 8'd13;	 
				3'd7 : dataout <= 8'd10;	 
			endcase
		 wrsig <= 1'b1;               
		 cnt <= 8'd0;
		 state <= state + 1'b1;
		end
		else begin
		 wrsig <= 1'b0;
		 cnt <= cnt + 8'd1;
		end
	end	  
end
endmodule
==> ./run.sh <==
#!/bin/bash
# OpenROAD 26Q1-2900-gdf79404cd8, Yosys 0.63+post, stock flow scripts
make -C /OpenROAD-flow-scripts/flow DESIGN_CONFIG=/design/flow/config.mk WORK_HOME=/design/flow/orfs finish
==> ./config.mk <==
export PLATFORM = sky130hd
export DESIGN_NAME = testuart_test
export DESIGN_NICKNAME = testuart_test
export VERILOG_FILES = /design/flow/design.v
export SDC_FILE = /design/flow/constraint.sdc
export NUM_CORES = 4
export LEC_CHECK = 1
export CORE_AREA = 10 10 96 96
export DIE_AREA = 0 0 106 106
==> ./constraint.sdc <==
current_design testuart_test

set clk_period 2.4
set clk_io_pct 0.2

create_clock -name clk0 -period $clk_period [get_ports {clk}]

set non_clock_inputs [all_inputs -no_clocks]
set_input_delay [expr $clk_period * $clk_io_pct] -clock clk0 $non_clock_inputs
set_output_delay [expr $clk_period * $clk_io_pct] -clock clk0 [all_outputs]
==> results.toml <==
# synthesis and place-and-route metrics
[detailed_routing]
via_count = 908
drtAntennaViolNets = 0
first_pass_iters = 4
route.detailed.drc = 0
drt_first_iter_violations = 14
wire_per_inst_um = 11.7
insertedDiodeCount = 0
viasPerCell = 3.71
wirelength_um = 2880

[global_route]
grt_overflow = 0
grt_max_degree = 16
grt_pass1_wl_um = 4610
grt_pass1_vias = 885
grt.total_usage_pct = 4.82
antenna_found_initial = 0

[clocking]
htree_levels = 1
hold_buffers = 0
cts_buffers = 3
clkLatencyLatePin_ns = 0.25
clkSinkCount = 20
clk_pin_slew_ns = 0.07
clk_path_buf_depth = 2
cts_resized = 0
cts_setup_buffers = 0
root_buffer = "clkbuf_8"
cts_tree = "yes"

[setup_path]
reg2reg_slack_ns = 0.54
cp_max_fo = 11
rr_endpoint = "dataout[6]"
r2r_start = "cnt[0]"
path_class = "reg2reg"
critPathRequiredTime_ns = 2.30
crit_path_end_kind = "register"
start_kind = "register"
cp.arrival_ns = 1.76
reg2reg_depth = 5

[floorplanning]
die_h_um = 106
die_x_um = 106
coreArea_um2 = 7210
rows = 31
pin_count = 43
fp_util_pct = 15.3
die-area_um2 = 11200

[timing]
worst_slew_pin_slew_ns = 0.525
finClkSkew_ns = 0.00186
slew_headroom_pct = 65.0
tns_ns = 0
maxSlewViolCount = 0
rsz0062_at_grt = "false"
layout_setup_ws_ns = 0.539
setup_violations = 0
timing_hold_violations_final = 0
final.period_utilization_pct = 77.6
fmax_ghz = 0.537
period_needed_ns = 1.86

[synthesis]
yosysCellCount = 103
yosys_most_used_dff = "edfxtp_1"
synth.distinct_cells = 31
top_area_cell = "edfxtp_1"
synth-edff-count = 11
syn_avg_cell_area_um2 = 10.7
postSynthCellCount = 103
syn_area_um2 = 1100
ys_warn_count = 1
top_cell_area_share_pct = 29.9
top_cells_by_area = "edfxtp_1, dfrtp_1, ha_1, a21oi_1, nand3_1"
postSynthSeqShare_pct = 50.3
async_flop_share_pct = 45.0
ys_seq_elements = 20
ys_chip_area_um2 = 1100

[place]
hpwl_um = 2310
post-place-ws_ns = 0.512
post_dp_cell_area_um2 = 1640
gp_congestion = 0.785
io_buffers = 42

[cells_and_area]
mostFrequentLayoutCells = "clkdlybuf4s50_1, edfxtp_1, a21oi_1, dfrtp_1"
drive_gt1_share_pct = 7.53
syn_to_final_growth_pct = 54.3
lay_top_count = "clkdlybuf4s50_1"
post-route-util_pct = 23.6
finish.instance_area_um2 = 1700
fillers = 775

[run]
drv_cap = 0
warnings = 30

[hold_path]
worstHoldPathType = "reg2reg"
hold_depth = 1
min_from = "cnt[0]"
holdPathEnd = "cnt[0]"

[status]
outcome = "completed"

[pwr]
powerDensity_nw_per_um2 = 416
p_leak_uw = 0.000625
irDropWorstVdd_uv = 232
p_total_uw = 708
## worst max-delay path: stages (launching register included)
cell and delay, ns:
dfrtp_1 0.43, inv_1 0.08, ha_1 0.15, nand4_2 0.16, nor2_4 0.19, and2_1 0.48
## synth_stat cells (3+ instances only)
cell type / instances
nand2_1: 7
a21oi_1: 9
dfrtp_1: 9
or3_1: 3
o21ai_0: 4
a221oi_1: 3
inv_1: 8
nor2_1: 5
ha_1: 8
a22oi_1: 4
nand3_1: 7
buf_2: 3
edfxtp_1: 11
## stage by stage
stage,instances,hold WS [ns]
3_5_place_dp,241,0.534
4_1_cts,245,0.541
5_1_grt,245,0.554
2_1_floorplan,103,0.184
3_3_place_gp,241,0.510
6_report,245,0.531
## registers in the layout, summed over array words and instances, names as in the netlist
signal / flops
wrsig: 1
cnt: 8
dataout: 8
state: 3
## layer usage
layer	track usage (%)	up-vias	routed length (um)
li1	-	462	-
met1	7.16	407	1500
met2	7.33	37	1190
met3	0.673	2	137
met4	0.967	0	43
met5	0	-	0
## kinds of logic after synthesis
logic type | count (synthesis) | synth area share (%)
AOI/OAI and AO/OA | 28 | 16.7
xor gates and xnor gates | 3 | 2.38
adders and majority gates | 8 | 9.07
buffers and inverters | 13 | 5.10
DFF | 20 | 50.3
and+or+nand+nor | 31 | 16.4
## worst max-delay path by stage
stage / start / end / slack [ns]
final: cnt[0] / dataout[6] / 0.54
after CTS: cnt[0] / dataout[4] / 0.51
after global routing: cnt[0] / state[1] / 0.39
## power by group
part	total, uW	switching, uW	internal (uW)
Sequential	359	0	359
Combinational	62.2	12.4	49.8
Clock	287	106	180
Total	708	119	590
## layout make-up
class / count / area [um^2] / area share, %
timing repair buffer: 44 / 435 / 25.6
inverter: 8 / 30.0 / 1.76
clock buffer: 4 / 66.3 / 3.89
tap: 99 / 124 / 7.27
sequential: 20 / 556 / 32.6
multi-input combinational: 70 / 492 / 28.9
Power figures rest on the tool's default switching activity, not on a simulated workload.
